==> design/flow/design.v <==
module forwarding_unit (
	input logic [31:0] instruction_e, instruction_w,
	input logic reg_wr_w,
	output logic fwd_A, fwd_B
);
	logic fwd_req;
	logic [4:0] rs1_e, rs2_e, rd_w;
	logic [6:0] opcode_e, opcode_w;
	assign rs1_e = instruction_e[19:15];
    assign rs2_e = instruction_e[24:20];
	assign rd_w = instruction_w[11:7];
	assign opcode_e = instruction_e[6:0];
	assign opcode_w = instruction_w[6:0];
	assign fwd_req = (opcode_w != 7'b0100011) && (opcode_w != 7'b1100011) && (opcode_e != 7'b0110111) && (opcode_e != 7'b1101111);
	always_comb begin
		if (reg_wr_w && fwd_req) begin
			if (rs1_e == rd_w)
				fwd_A = 1'b1;
			else
				fwd_A = 1'b0;
			if (rs2_e == rd_w && (opcode_e != 7'b0010011) && (opcode_e != 7'b0000011))
				fwd_B = 1'b1;
			else
				fwd_B = 1'b0;
		end else begin
			fwd_A = 1'b0;
			fwd_B = 1'b0;
		end
	end
endmodule
==> design/flow/run.sh <==
#!/bin/bash
# OpenROAD 26Q1-2900-gdf79404cd8, Yosys 0.63+post, stock flow scripts
make -C /OpenROAD-flow-scripts/flow DESIGN_CONFIG=/design/flow/config.mk WORK_HOME=/design/flow/orfs finish
==> design/flow/config.mk <==
export PLATFORM = sky130hd
export DESIGN_NAME = forwarding_unit
export DESIGN_NICKNAME = forwarding_unit
export VERILOG_FILES = /design/flow/design.v
export SDC_FILE = /design/flow/constraint.sdc
export NUM_CORES = 4
export LEC_CHECK = 1
export CORE_AREA = 10 10 70 70
export DIE_AREA = 0 0 80 80
==> design/flow/constraint.sdc <==
current_design forwarding_unit

set clk_period 1.5
set clk_io_pct 0.2

create_clock -name clk0 -period $clk_period

set non_clock_inputs [all_inputs -no_clocks]
set_input_delay [expr $clk_period * $clk_io_pct] -clock clk0 $non_clock_inputs
set_output_delay [expr $clk_period * $clk_io_pct] -clock clk0 [all_outputs]
==> results.yml <==
# synthesis and place-and-route metrics
critical_path:
  path_class: "input pin to output pin"
  cp.arrival_ns: 1.22
  worst-path-max-fanout: 1
  endpoint_kind: "output pin"
  critical_path_required_ns: 1.20
  startpoint_type: "input pin"
yosys:
  syn_avg_cell_area_um2: 8.051
  topCellsByArea: "xor2_1 (28%), xnor2_1 (19%), and4_1 (9.5%)"
  yosysTopAreaCellShare_pct: 28.38
  yosys_cells: 23
  syn-cell-area_um2: 185.2
  postSynthSeqShare_pct: 0
  yosys_area_um2: 185.2
  syn_inst: 23
  top_area_cell: "xor2_1"
  ys_warn_count: 1
  synthDistinctLibCells: 11
die:
  rows: 21
  pin_count: 67
  die_y_um: 80
  die_width_um: 80
  core-area_mm2: 0.003416
  die-area_mm2: 0.006400
  fp_util_pct: 5.421
pwr:
  irDropWorstVdd_uv: 71.62
  clkPwrFrac_pct: 0
  p_leak_uw: 0.0002665
  power_frac_seq_pct: 0
  pwr-share-comb_pct: 100.0
  p_switching_uw: 56.69
  p_int_uw: 87.87
  pwr_density_cell_mw_per_mm2: 222.2
  sw_frac_of_total_pct: 39.22
job:
  tool_warnings: 70
  maxCapViolCount: 0
placed_design:
  post-dp-hpwl_mm: 1.092
  port_buffers: 31
  post-place-cells: 104
  place_ws_ns: -0.8047
  place_congestion: 0.8690
grt:
  grt-ovfl-total: 0
  grt_pass1_wl_mm: 1.966
  grt_pass1_vias: 389
  grt_max_degree: 4
  antenna_found_initial: 0
  grt_usage_pct: 3.794
outcome:
  status: "complete, but fails checks"
  violations: "negative setup slack"
timing:
  hold_viol: 0
  tightest_slew_ns: 0.2786
  slew_violations: 0
  setup_tns_ns: -0.02243
  max_slew_margin_pct: 81.23
  fmax_ghz: 0.6568
  min_period_ns: 1.522
  rsz0062_at_grt: "true"
  fin_hold_ws_ns: 1.130
  setup-violations-final: 1
  finalCritPeriodShare_pct: 101.5
  fin_ws_ns: -0.02243
routing:
  vias_per_cell: 3.125
  ant_nets: 0
  routedWlPerCell_um: 11.95
  drtIter0Drc: 1
  finalWirelength_mm: 1.243
  drc: 0
  drtPass1Iterations: 2
  via_count: 325
  antennaDiodeCount: 0
finish:
  fin_cells: 104
  clockBufferCount: 0
  drive_gt1_share_pct: 60.34
  flops: 0
  area_growth_pct: 251.4
  flop_area_um2: 0
hold_path:
  hp-class: "input pin to output pin"
cts:
  hold_buffers: 0
==> power groups by stage <==
stage	clock [µW]	sequential, µW	combinational (µW)
4_1_cts	0	0	139
5_1_grt	0	0	156
6_report	0	0	145
==> final timing paths <==
kind	start	endpoint	slack, ns	depth (start not counted)
min	instruction_w[8]	fwd_A	1.13	5
max	instruction_e[20]	fwd_B	-0.02	4
==> through the flow <==
stage / total power (µW) / utilization [%] / area, µm²
floorplan: 31.05 / - / 185.2
global placement: 135.5 / 17.07 / 583.1
detailed placement: 134.6 / 17.07 / 583.1
CTS: 138.9 / 18.42 / 629.4
global route: 155.9 / 19.05 / 650.6
finish: 144.6 / 19.05 / 650.6
==> synthesized netlist by cell type <==
cell type,n
and4_1,2
a2111oi_2,1
nor2_2,1
nor3_1,2
xor2_1,6
xnor2_1,4
nand3_1,2
a311oi_1,1
nor4b_1,2
o41ai_1,1
nand2_1,1
==> layout by cell type, fill, tap and decap left out, drive strengths merged, types with 2 or more instances in the layout <==
cell           synthesis  layout
nand3                  2       2
xnor2                  4       4
clkdlybuf4s50          0       3
clkdlybuf4s15          0       2
nor3                   2       2
and4                   2       2
nor4b                  2       2
xor2                   6       6
dlygate4sd2            0       9
buf                    0      20
==> critical path: stages <==
cell	delay, ns
clkdlybuf4s50_1	0.48
xnor2_1	0.14
and4_1	0.20
buf_2	0.10
==> logic make-up (layout without fill, tap and decap cells) <==
| family | Yosys count | in the layout | synth area share, % |
|---|---|---|---|
| buffers and inverters | 0 | 35 | 0 |
| AND/OR/NAND/NOR | 10 | 10 | 35.14 |
| AND-OR/OR-AND | 3 | 3 | 17.57 |
| XOR/XNOR | 10 | 10 | 47.30 |
==> final cells by class <==
| class | instances | area [µm²] |
|---|---|---|
| multi-input combinational | 23 | 292.8 |
| fill | 386 | 2765 |
| timing repair buffer | 35 | 300.3 |
| tap | 46 | 57.56 |
==> layer usage <==
| layer | vias up | track usage, % | wire length (µm) |
|---|---|---|---|
| li1 | 159 | - | - |
| met1 | 137 | 5.500 | 620 |
| met2 | 29 | 4.735 | 383 |
| met3 | 0 | 2.500 | 239 |
| met4 | 0 | 0 | 0 |
| met5 | - | 0 | 0 |
==> timing repair <==
action / 4_1_cts / 5_1_grt
endpoints found under the hold margin: 0 / 0
buffers inserted: 2 / 0
resized: 95 / 13
setup endpoints to repair: 2 / 2
pin swaps: 14 / 11
No activity file was given, so power comes from the tool's default toggle rates.
