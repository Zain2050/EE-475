==> design/flow/design.v <==
module control_unit_dff(
	input logic clk, reset,
	input logic reg_wr_d, wr_en_d, rd_en_d,
	input logic [1:0] wb_sel_d,
	output logic reg_wr_q, wr_en_q, rd_en_q,
	output logic [1:0] wb_sel_q
);
always_ff @ (posedge clk)
begin
	if (reset) begin
		reg_wr_q <= 1'b0;
		wr_en_q <= 1'b0;
		rd_en_q <= 1'b0;
		wb_sel_q <= 2'b0;
	end
	else begin
		reg_wr_q <= reg_wr_d;
		wr_en_q <= wr_en_d;
		rd_en_q <= rd_en_d;
		wb_sel_q <= wb_sel_d;
	end
end
endmodule
==> design/flow/run.sh <==
#!/bin/bash
# OpenROAD 26Q1-2900-gdf79404cd8, Yosys 0.63+post, stock flow scripts
make -C /OpenROAD-flow-scripts/flow DESIGN_CONFIG=/design/flow/config.mk WORK_HOME=/design/flow/orfs finish
==> design/flow/config.mk <==
export PLATFORM = sky130hd
export DESIGN_NAME = control_unit_dff
export DESIGN_NICKNAME = control_unit_dff
export VERILOG_FILES = /design/flow/design.v
export SDC_FILE = /design/flow/constraint.sdc
export NUM_CORES = 4
export LEC_CHECK = 1
export CORE_AREA = 10 10 70 70
export DIE_AREA = 0 0 80 80
==> design/flow/constraint.sdc <==
current_design control_unit_dff

set clk_period 1.0
set clk_io_pct 0.2

create_clock -name clk0 -period $clk_period [get_ports {clk}]

set non_clock_inputs [all_inputs -no_clocks]
set_input_delay [expr $clk_period * $clk_io_pct] -clock clk0 $non_clock_inputs
set_output_delay [expr $clk_period * $clk_io_pct] -clock clk0 [all_outputs]
==> qor.yml <==
hold_buffers: 0
fmax_mhz: 1060
crit_path_max_incr_delay_ns: 0.32
maxSlewViolCount: 0
post-route-period-util_pct: 94.6
path_cells: "clkdlybuf4s15_1"
track_usage_pct: 1.76
vdd_drop_max_uv: 816
drc: 0
wl_um: 524
finalCriticalPeriod_ns: 0.946
critPathSlowestCell: "dfxtp_1"
fp_util_pct: 3.85
fin_util_pct: 9.38
grt_antenna_before_repair: 0
cts_buffers: 3
ys_seq_share_pct: 76.2
portBuffers: 11
grt_pass1_wl_um: 800
finalPower_uw: 490
setup_ws_ns: 0.0544
rsz0062_at_grt: "false"
area_delta_synth_final_pct: 144
rows: 21
fillers: 409
ant_nets: 0
slew_headroom_pct: 88.6
yosysChipArea_sq_um: 131
clock_path_buffers: 2
grt_overflow: 0
p_sw_share_pct: 18.8
ys.flops: 5
top_area_cell: "dfxtp_1"
io_pins: 12
grt_pass1_vias: 153
worst_pin_slew_ns: 0.170
viasPerCell: 1.66
gp_congestion: 0.715
die_area_sq_um: 6400
die_h_um: 80
wl_per_cell_um: 7.38
pwr-share-seq_pct: 43.7
finalHoldViolCount: 0
htreeDepth: 1
p_per_area_nw_per_um2: 1530
crit_path_max_fanout: 1
status: "completed"
first_pass_iters: 1
warnings: 25
num_vias: 118
root_buffer: "clkbuf_4"
drt_iter0_drc: 0
p_leak_uw: 0.000114
syn_avg_cell_area_sq_um: 13.1
netlist_instances: 10
maxCapViolCount: 0
crit_type: "reg -> out"
die.size.x_um: 80
syn_area_sq_um: 131
p_sw_uw: 92.3
crit_buf_inv: 1
cts_sinks: 5
diodes: 0
cp.arrival_ns: 0.75
required_ns: 0.80
endpoint_kind: "output port"
grt_max_degree: 6
cpLargestDelayFamily: "flip-flops"
coreArea_sq_um: 3420
synthTopCellsByArea: "dfxtp_1 (76%), nor2b_1 (24%)"
clkPwrFrac_pct: 46.5
worstSetupStartpointType: "flop"
clkTransAtPathRegs_ns: 0.04
hp-class: "in -> reg"
yosysWarnings: 1
synth-cells-yosys: 10
top_cell_area_share_pct: 76.2
final_layout_size_suffix_gt1_share_pct: 16.0
setup_viol: 0
internal_power_uw: 397
power_frac_comb_pct: 9.8
cts_tree: "done"
pre_cts_ws_ns: -0.00783
yosysUniqueCellTypes: 2
## Yosys cell counts, drive strengths merged
| cell type | number |
|---|---|
| dfxtp | 5 |
| nor2b | 5 |
## placed cells by master, fill, tap and decap left out, drive strengths merged
master         count
clkdlybuf4s50      6
nor2b              5
dfxtp              5
clkbuf             5
clkdlybuf4s15      4
## through the flow
step | std cells | TNS, ns | hold slack [ns] | instance area, sq um
2_1_floorplan | 10 | 0 | 0.272 | 131
3_3_place_gp | 67 | 0 | 0.763 | 299
3_5_place_dp | 67 | -0.00783 | 0.771 | 299
4_1_cts | 71 | 0 | 0.518 | 320
5_1_grt | 71 | 0 | 0.519 | 320
6_report | 71 | 0 | 0.523 | 320
## final cells by class
type / instances / area [sq um] / share of cell area (%)
multi-input combinational: 5 / 31.3 / 9.77
timing repair buffer: 11 / 105 / 32.8
clock buffer: 4 / 26.3 / 8.20
sequential: 5 / 100 / 31.3
tap: 46 / 57.6 / 18.0
## metal layers
metal / global-route usage (%) / up-vias / wire [um] / share of wire [%]
li1: - / 59 / - / -
met1: 2.66 / 45 / 318 / 61
met2: 1.28 / 14 / 95 / 18
met3: 2.27 / 0 / 110 / 21
met4: 0 / 0 / 0 / 0
met5: 0 / - / 0 / 0
## registers in the layout, indices dropped and copies added, names as in the netlist
signal,count
wr_en_q,1
wb_sel_q,2
reg_wr_q,1
rd_en_q,1
## power groups by stage
stage / Sequential [uW] / Clock [uW] / Combinational, uW
finish: 214 / 228 / 48.0
global route: 215 / 257 / 52.7
CTS: 214 / 237 / 48.4
## logic make-up (layout without fill, tap and decap cells)
kind of cell	after synthesis	in the layout	share of synthesized area, %
DFF	5	5	76.2
and+or+nand+nor	5	5	23.8
buffers and inverters	0	15	0
## final timing paths
kind                  startpoint      end  slack [ns]  cells past startpoint
worst max-delay path     wr_en_q  wr_en_q        0.05                      1
worst min-delay path     rd_en_d  rd_en_q        0.52                      2
## timing repair
action | 4_1_cts | 5_1_grt
buffers inserted | 0 | 0
endpoints found under the setup margin | 5 | 5
resized | 6 | 5
gates cloned | 0 | 0
Power and IR drop assume default switching activity.
